==> design.v <==
`timescale 1ns / 1ps
module readMux(
    input [31:0] dataMemReadData,
    input [31:0] switchReadData,
    input selDataMem,
    input selSwitch,
    input readEnable,
    output reg  [31:0] readData = 0
);
    always @(*) begin
        if (readEnable && selDataMem) readData = dataMemReadData;
        else if (readEnable && selSwitch) readData = switchReadData;
        else readData = 32'h0;
    end
endmodule
==> run.sh <==
#!/bin/bash
# OpenROAD 26Q1-2900-gdf79404cd8, Yosys 0.63+post, stock flow scripts
make -C /OpenROAD-flow-scripts/flow DESIGN_CONFIG=/design/flow/config.mk WORK_HOME=/design/flow/orfs finish
==> config.mk <==
export PLATFORM = sky130hd
export DESIGN_NAME = readMux
export DESIGN_NICKNAME = readMux
export VERILOG_FILES = /design/flow/design.v
export SDC_FILE = /design/flow/constraint.sdc
export NUM_CORES = 4
export LEC_CHECK = 1
export CORE_AREA = 10 10 70 70
export DIE_AREA = 0 0 80 80
==> constraint.sdc <==
current_design readMux

set clk_period 2.2
set clk_io_pct 0.2

create_clock -name clk0 -period $clk_period

set non_clock_inputs [all_inputs -no_clocks]
set_input_delay [expr $clk_period * $clk_io_pct] -clock clk0 $non_clock_inputs
set_output_delay [expr $clk_period * $clk_io_pct] -clock clk0 [all_outputs]
==> results_dict.tcl <==
# collected from the flow reports
set metrics [dict create \
    outcome "complete, no violations" \
    layout_top_cell "sky130_fd_sc_hd__clkdlybuf4s50_1" \
    clock_buffers 0 \
    dieHeight_um 80 \
    pwr_density_cell_nw_per_um2 176 \
    total_power_uw 294 \
    timing.hold.worst.class "input port to output port" \
    period_needed_ns 2.16 \
    top_cell_area_share 0.523 \
    synth_stat.cells 46 \
    antenna_found_initial 0 \
    fp_util 0.134 \
    yosysWarningCount 1 \
    tns_ns 0 \
    slew_headroom 0.909 \
    pin_count_of_the_biggest_net_entering_global_routing 21 \
    worst_ep_required_time_ns 1.76 \
    routed_wire_length_per_instance_um 20.1 \
    mux_area_frac 0 \
    layout.area.seq_um2 0 \
    warnings 32 \
    setup.worst_path.end_class "output port" \
    fp-row-count 21 \
    setup_violating_endpoint_count_in_the_final_report 0 \
    grt_setup_unrepaired "false" \
    yosysSeqAreaShare 0 \
    timing.critical_path.fanout_max 9 \
    worst_ep_arrival_time_ns 1.72 \
    grt_overflow_total 0 \
    actual_transition_at_the_worst_max_transition_pin_ns 0.137 \
    wirelength_um 3940 \
    worstSetupPathType "input port to output port" \
    num_io_pins 99 \
    drc 0 \
    vias_per_cell 4.59 \
    finalClockPeriodUsage 0.983 \
    prevailing_logic_family_in_the_synthesized_netlist "AND-OR/OR-AND gates" \
    synth_cells 46 \
    adders_majority_by_area 0 \
    leakagePower_nw 0.767 \
    vias_in_the_first_global_route 1009 \
    netlist-cell-type-count 8 \
    drt_pre_antenna_iters 4 \
    yosys_area_um2 459 \
    post-dp-hpwl_um 3030 \
    vias 899 \
    critPathLaunchType "input port" \
    globalRouteTotalUtil 0.112 \
    most-common-layout-cells "sky130_fd_sc_hd__clkdlybuf4s50_1, sky130_fd_sc_hd__dlygate4sd2_1, sky130_fd_sc_hd__a32o_1, sky130_fd_sc_hd__a32o_2, sky130_fd_sc_hd__buf_12" \
    post_synth_xor_area_fraction 0 \
    flow.area_growth_from_synthesis_pct 264 \
    route.antenna.remaining_nets 0 \
    placement.io_buffers 99 \
    syn-mean-instance-area_um2 9.98 \
    die_x_um 80 \
    synthSimpleGateAreaFrac 0.0327 \
    insertedDiodeCount 0 \
    vdd_ir_drop_max_uv 59.4 \
    seq_cells 0 \
    min_delay_path_depth 5 \
    pins_over_slew_limit 0 \
    synth.cellmix.compoundShare 0.719 \
    max_clock_freq_ghz 0.462 \
    netlist_top_cells_area "sky130_fd_sc_hd__a32o_1, sky130_fd_sc_hd__a32o_2, sky130_fd_sc_hd__buf_6, sky130_fd_sc_hd__buf_8, sky130_fd_sc_hd__buf_2" \
    share_of_post_route_cells_with_drive_strength_above_1 0.193 \
    fp.coreArea_um2 3420 \
    grt_first_pass_wirelength_um 5690 \
    drv_cap 0 \
    yosysTopAreaCell "sky130_fd_sc_hd__a32o_1" \
    final_hold_viol_count 0 \
    cell_area_after_synthesis_um2 459 \
    gp_congestion 0.769 \
    design.die.area_um2 6400 \
    detailedRoute.firstIterationViolations 72 \
]
[path summary, 6_finish.rpt]
path,from,end,slack (ns)
hold / removal,readEnable,readData[16],1.55
setup / recovery,selSwitch,readData[6],0.04
[routing by layer]
| metal | part of all wire | vias to the layer above | global-route usage |
|---|---|---|---|
| met3 | 0.097 | 0 | 0.0386 |
| met2 | 0.50 | 53 | 0.203 |
| li1 | - | 433 | - |
| met1 | 0.40 | 413 | 0.130 |
| met5 | 0 | - | 0 |
| met4 | 0 | 0 | 0 |
[metrics by stage]
step	worst slack [ns]	std cells	area (um^2)	hold WS (ns)	utilization
floorplan	0.709	46	459	0.952	-
detailed placement	-0.205	185	1490	1.89	0.435
global route	0.00110	196	1670	1.59	0.489
finish	0.0377	196	1670	1.55	0.489
CTS	0.00876	196	1660	1.56	0.487
global placement	-0.191	185	1490	1.89	0.435
[report_power, final]
group	switching (mW)	internal [mW]
Clock	0	0
Sequential	0	0
Combinational	0.0752	0.219
[cell families after synthesis]
| logic type | count (synthesis) |
|---|---|
| and+or+nand+nor | 2 |
| AOI/OAI and AO/OA | 32 |
| buffers and inverters | 12 |
[cells in the mapped netlist]
cell and instances:
sky130_fd_sc_hd__and2_4 1, sky130_fd_sc_hd__inv_1 1, sky130_fd_sc_hd__buf_2 4, sky130_fd_sc_hd__a32o_1 24, sky130_fd_sc_hd__a32o_2 8, sky130_fd_sc_hd__buf_6 4
sky130_fd_sc_hd__buf_8 3, sky130_fd_sc_hd__and2_1 1
[worst max-delay path, stage by stage]
cell	delay, ns
sky130_fd_sc_hd__dlygate4sd2_1	0.23
sky130_fd_sc_hd__and2_4	0.18
sky130_fd_sc_hd__buf_12	0.13
sky130_fd_sc_hd__buf_12	0.12
sky130_fd_sc_hd__buf_12	0.13
sky130_fd_sc_hd__a32o_2	0.26
sky130_fd_sc_hd__dlygate4sd2_1	0.24
[timing repair]
action                                  in CTS  in global routing
pin swaps                                    8                  0
hold buffers                                 0                  0
resized                                     44                  5
endpoints found under the setup margin      32                  8
buffers inserted                             7                  0
gates cloned                                 4                  0
[area by class of cell]
class                      count  area (um^2)
fill                         336         1750
multi-input combinational     34          349
inverter                       1         3.75
tap                           46         57.6
timing repair buffer         115         1260
