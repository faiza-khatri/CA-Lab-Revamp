`config.mk`:
```
export PLATFORM = sky130hd
export DESIGN_NAME = sevenSeg
export DESIGN_NICKNAME = sevenSeg
export VERILOG_FILES = /design/flow/design.v
export SDC_FILE = /design/flow/constraint.sdc
export NUM_CORES = 4
export LEC_CHECK = 1
export CORE_AREA = 10 10 70 70
export DIE_AREA = 0 0 80 80
```
`constraint.sdc`:
```
current_design sevenSeg

set clk_period 3.8
set clk_io_pct 0.2

create_clock -name clk0 -period $clk_period

set non_clock_inputs [all_inputs -no_clocks]
set_input_delay [expr $clk_period * $clk_io_pct] -clock clk0 $non_clock_inputs
set_output_delay [expr $clk_period * $clk_io_pct] -clock clk0 [all_outputs]
```
`design.v`:
```
`timescale 1ns / 1ps
module sevenSeg(
    input clk, rst,              
    input [15:0] result,    
    input [1:0] digitSelect,       
    output reg [6:0] seg,            
    output reg [3:0] an              
);
    reg [3:0] currentDigit;        
    reg [19:0] refreshCounter = 0; 
    wire [3:0] nibble0 = result[3:0];
    wire [3:0] nibble1 = result[7:4];
    wire [3:0] nibble2 = result[11:8];
    wire [3:0] nibble3 = result[15:12];
    always @(*) begin
        case (digitSelect)
            2'b00: begin
                an = 4'b1110;
                currentDigit = rst ? 0 : nibble0;
            end
            2'b01: begin
                an = 4'b1101;
                currentDigit = rst ? 0 : nibble1;
            end
            2'b10: begin
                an = 4'b1011;
                currentDigit = rst ? 0 : nibble2;
            end
            2'b11: begin
                an = 4'b0111;
                currentDigit = rst ? 0 : nibble3;
            end
        endcase
    end
    always @(*) begin
        case (currentDigit)
            4'h0: seg = 7'b1000000;
            4'h1: seg = 7'b1111001;
            4'h2: seg = 7'b0100100;
            4'h3: seg = 7'b0110000;
            4'h4: seg = 7'b0011001;
            4'h5: seg = 7'b0010010;
            4'h6: seg = 7'b0000010;
            4'h7: seg = 7'b1111000;
            4'h8: seg = 7'b0000000;
            4'h9: seg = 7'b0010000;
            4'hA: seg = 7'b0001000;
            4'hB: seg = 7'b0000011;
            4'hC: seg = 7'b1000110;
            4'hD: seg = 7'b0100001;
            4'hE: seg = 7'b0000110;
            4'hF: seg = 7'b0001110;
            default: seg = 7'b1111111;
        endcase
    end
endmodule
```
`run.sh`:
```
#!/bin/bash
# OpenROAD 26Q1-2900-gdf79404cd8, Yosys 0.63+post, stock flow scripts
make -C /OpenROAD-flow-scripts/flow DESIGN_CONFIG=/design/flow/config.mk WORK_HOME=/design/flow/orfs finish
```
==> notes.md <==
The full implementation flow was run.

Of the total power, combinational logic draws 100.0%. The mapped netlist covers 463 µm². The script logs the mean routed wire length per placed instance as 11.0 µm. On the final layout, the worst hold slack is 2.27 ns. The total antenna diodes in the routed design stands at 0. For reference, the most critical setup path is categorized as in -> out. The register share after synthesis stands at 0%. The count of maximum capacitance violations stands at 0. The accumulated negative setup slack stands at 0 ns. Per the layout report, the design carries 0 clock buffers. The most numerous cell type found on the critical path is sky130_fd_sc_hd__clkdlybuf4s50_1. Looking at area per cell type in the netlist, the leader is sky130_fd_sc_hd__ha_1. Counting instances in the post-synthesis netlist gives the leading cell types as 6 x sky130_fd_sc_hd__ha_1, 5 x sky130_fd_sc_hd__inv_1, 5 x sky130_fd_sc_hd__mux2i_1. The area reported by Yosys stat stands at 463 µm². Compared with the post-synthesis result, the final layout area differs by 97.0%.

The largest individual stage delay along the critical path comes from the cell sky130_fd_sc_hd__mux4_2. The standby leakage power stands at 0.411 nW. The floorplan die width stands at 80 µm. The sum of net half-perimeters after detailed placement stands at 1270 µm. The share of the cycle needed by the critical path after routing stands at 96.5%. Endpoints with negative setup slack in the final report add up to 0. Warnings reported by Yosys during synthesis add up to 1.

Per the detailed-route log, wirelength across all metal layers totals 1460 µm. Dividing the synthesized area by the synthesized cell count gives 9.85 µm². The power report lists cell-internal power as 0.0000806 W. Yosys attributes the largest share of cell area to sky130_fd_sc_hd__ha_1 16%, sky130_fd_sc_hd__mux4_1 11%, sky130_fd_sc_hd__mux2i_1 11%. In this run the critical path is formed by clkdlybuf4s50_1 -> mux4_2 -> nand2b_4 -> ha_1 -> inv_1 -> or3b_1 -> o21ai_1 -> clkdlybuf4s50_1. After the flow finishes, the layout carries non-filler instances totaling 133.

The first-pass iteration count of the detailed router stands at 2. The first global-routing pass estimated 2480 µm of wire. The share of final-layout standard cells stronger than drive strength 1 stands at 31.0%. The number of cell rows stands at 21. Among all stages on the critical path, the maximum delay recorded is 0.50 ns. The maximum achievable frequency stands at 0.273 GHz. For this run, the total global-route usage over all layers was measured as 4.62%. The min-delay analysis places its worst path in the category in -> out. The pin count of the biggest net entering global routing stands at 8. The storage element area stands at 0 µm². The hold violation total from the final report stands at 0. Dividing the detail-routed via count by the number of cells gives 3.68.

The number of ports placed on the die boundary stands at 31. The number of flip-flops and latches stands at 0. The OpenROAD report gives the critical path a data arrival time of 2.91 ns. The number of cells produced by synthesis stands at 47. The highest ir drop seen on vdd stands at 43.7 µV. The required time of the critical path stands at 3.04 ns. The remaining max-slew budget at the tightest pin stands at 83.6%.

The floorplan die height stands at 80 µm. The number of antenna violations at the first check in global routing stands at 0. The final non-filler cell area stands at 912 µm². The distinct cell type count after synthesis stands at 25. The slew of the pin with the lowest slew margin stands at 0.246 ns. For this design the total switching power over the nets is 0.0000373 W.

Pins over their slew limit in the final report were tallied at 0. The die area stands at 6400 µm². The total placed cells including tap cells stands at 130. The share of the core area taken by cells at floorplan is 13.6%. The standard cell core area stands at 3420 µm². The worst setup path is captured at a primary output.

The share of Yosys cell area claimed by the top area cell type stands at 16.2%. The tool warning count for the run is 38. Once placement finished, the instance area stood at 862 µm².

The worst setup path is launched from an input pin. The residual overflow from global routing stands at 0. Before CTS, the worst setup slack after placement is -0.142 ns. The number of I/O port buffers stands at 30. The number of remaining DRC errors stands at 0.

Yosys instantiated no cell more often than sky130_fd_sc_hd__ha_1. In this run the power density over the cells is 129 nW/µm². The run finished with clean final reports. The total of hold buffers inserted after clock tree synthesis stands at 0. The number of global-route vias before repair stands at 553. Setup repair after global routing left no endpoint under its margin. The number of cells reported by Yosys stat comes to 47. Per the log, the first TritonRoute iteration ended with a DRC count of 10. The clock group share of total power stands at 0%. Once routing completed, OpenROAD measured the worst setup slack at 0.132 ns.

The routability congestion estimate from global placement stands at 0.774. After layout, the minimum clock period comes to 3.67 ns. In this run the remaining antenna-violating nets after routing total 0. The largest fanout of any net on the critical path stands at 5. The routed layout has 489 vias. Looking at the power breakdown, sequential logic takes 0% of the total. The net switching share of the total power stands at 31.6%.
-- stage by stage --
stage / total power (W) / util (%)
after floorplan: 0.0000506 / -
after global placement: 0.000108 / 25.2
after detailed placement: 0.000109 / 25.2
after CTS: 0.000119 / 26.5
after global routing: 0.000129 / 26.7
final: 0.000118 / 26.7
-- power by group through the flow --
stage / sequential [W] / clock (W) / combinational [W]
after CTS: 0 / 0 / 0.000119
after global routing: 0 / 0 / 0.000129
final: 0 / 0 / 0.000118
-- per-layer routing --
metal | track usage [%] | vias to the layer above | part of all wire, %
met3 | 3.30 | 0 | 18
met2 | 6.98 | 24 | 39
met1 | 5.57 | 216 | 43
met4 | 0 | 0 | 0
li1 | - | 249 | -
met5 | 0 | - | 0
-- cells by family (layout without fill, tap and decap cells) --
group                      after synthesis  after routing  synth area share (%)
xor gates and xnor gates                 1              1                  1.89
buffers and inverters                    9             49                  13.0
AOI/OAI and AO/OA                        6              6                  10.8
and+or+nand+nor                         14             14                  21.4
adders and majority gates                6              6                  16.2
muxes                                   11             11                  36.8
-- worst max-delay path: cells and delay by family --
| family | cells | cell delay, ns |
|---|---|---|
| AOI/OAI and AO/OA | 1 | 0.09 |
| adders and majority gates | 1 | 0.14 |
| and+or+nand+nor | 2 | 0.47 |
| buffers and inverters | 3 | 0.94 |
| muxes | 1 | 0.50 |
-- path summary, 6_finish.rpt --
kind / startpoint / endpoint / slack, ns / depth (start not counted)
setup / recovery: result[1] / seg[1] / 0.13 / 8
hold / removal: digitSelect[1] / an[3] / 2.27 / 4
-- cell type report --
type                       count  area (µm²)
tap                           46        57.6
fill                         383        2500
inverter                       5        18.8
timing repair buffer          44         423
multi-input combinational     38         413
-- timing repair --
action / 4_1_cts / 5_1_grt
setup buffers: 3 / 0
gates resized: 6 / 2
endpoints found under the setup margin: 7 / 7
-- cells in the final DEF (no fill, tap or decap), types with 2 or more instances in the layout --
master / instances
sky130_fd_sc_hd__clkdlybuf4s50_1: 28
sky130_fd_sc_hd__inv_1: 5
sky130_fd_sc_hd__mux2_2: 2
sky130_fd_sc_hd__nand2b_4: 3
sky130_fd_sc_hd__mux2i_1: 5
sky130_fd_sc_hd__nor3b_1: 3
sky130_fd_sc_hd__a22o_1: 2
sky130_fd_sc_hd__ha_1: 5
sky130_fd_sc_hd__buf_4: 12
sky130_fd_sc_hd__mux4_2: 4
No activity file was given, so power comes from the tool's default toggle rates.
