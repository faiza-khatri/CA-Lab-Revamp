**run.sh**
```bash
#!/bin/bash
# OpenROAD 26Q1-2900-gdf79404cd8, Yosys 0.63+post, stock flow scripts
make -C /OpenROAD-flow-scripts/flow DESIGN_CONFIG=/design/flow/config.mk WORK_HOME=/design/flow/orfs finish
```
**config.mk**
```make
export PLATFORM = sky130hd
export DESIGN_NAME = switches
export DESIGN_NICKNAME = switches
export VERILOG_FILES = /design/flow/design.v
export SDC_FILE = /design/flow/constraint.sdc
export NUM_CORES = 4
export LEC_CHECK = 1
export CORE_UTILIZATION = 30
```
**constraint.sdc**
```tcl
current_design switches

set clk_period 2.0
set clk_io_pct 0.2

create_clock -name clk0 -period $clk_period [get_ports {clk}]

set non_clock_inputs [all_inputs -no_clocks]
set_input_delay [expr $clk_period * $clk_io_pct] -clock clk0 $non_clock_inputs
set_output_delay [expr $clk_period * $clk_io_pct] -clock clk0 [all_outputs]
```
**design.v**
```verilog
`timescale 1ns / 1ps
module switches(
    input clk, rst,
    input [15:0] btns,
    input [31:0] writeData,  
    input writeEnable,  
    input readEnable,
    input [29:0] memAddress,
    input [15:0] switches,
    output reg  [31:0] readData
    );
    reg [7:0] switchData [3:0]; 
    always @(*) begin
        switchData[0] = switches[7:0];
        switchData[1] = switches[15:8];
    end
    always @(posedge clk) begin
        if(readEnable) readData <= {switchData[memAddress+3],
			switchData[memAddress+2],
			switchData[memAddress+1],
			switchData[memAddress]};
    end
endmodule
```
==> qor.csv <==
stage;metric;value;unit
status;status;finished, final reports clean;
critical_path;cp_cell_sequence;clkdlybuf4s50_1 > nor2b_1 > buf_4 > mux2_2;
final_timing;finalCritPeriodShare;0.842;
critical_path;crit_fanout;4;
global_route;antenna_found_initial;0;
cts;cts_hold_buffers;0;
detailed_routing;diodes;0;
place;hpwl;1820;um
power;combPwrFrac;0.163;
floorplanning;core_area;4380;um^2
layout;nFillCells;394;
cts;htreeDepth;2;
critical_path;worstSetupStartpointType;input port;
detailed_routing;wl;2500;um
final_timing;slew_headroom;0.845;
floorplanning;rows;24;
critical_path;critPathSlowestCell;clkdlybuf4s50_1;
power;power_density;729;nW/um^2
power;intPower;1230;uW
layout;layout.cells.non_filler;189;
layout;largest_reg_flops;32;
critical_path;critPathKind;input port to flip-flop;
place;gp_congestion;0.741;
power;pwr-share-seq;0.542;
floorplanning;die_w;69.5;um
critical_path;worst_ep_required_time;2.03;ns
logic_synthesis;yosysCellCount;70;
floorplanning;fp_util;0.312;
critical_path;critPathMaxStageDelay;0.54;ns
logic_synthesis;syn_area;1370;um^2
final_timing;clock.fmax;594;MHz
detailed_routing;drt-pass1-iter-count;2;
job;drv_cap;0;
logic_synthesis;synth_area_per_cell;19.6;um^2
layout;seq_area;961;um^2
final_timing;fin_tns_setup;0;ns
detailed_routing;drc;0;
detailed_routing;drtIter0Drc;26;
cts;cts_tree;yes;
layout;drive_gt1_frac;0.372;
cts;cts_sinks;32;
hold_path;hp-class;input port to flip-flop;
floorplanning;die_area;4840;um^2
cts;cts.repair.resized;0;
power;p_leak;0.000743;uW
power;p_sw_frac;0.193;
detailed_routing;wl_per_cell;13.2;um
critical_path;end_kind;flip-flop;
final_timing;maxSlewViolCount;0;
final_timing;tightest_slew;0.232;ns
logic_synthesis;synth-seq-cells;32;
final_timing;setup_ws;0.316;ns
cts;cts-root-buf;clkbuf_8;
detailed_routing;ant_nets;0;
power;pwr-share-clk;0.295;
final_timing;setup_viol;0;
critical_path;crit_arrival;1.71;ns
layout;largest-register;readData;
place;io_buffers;51;
layout;final_area;2090;um^2
layout;multiInputGateArea;385;um^2
logic_synthesis;yosysWarnings;18;
cts;post_cts_buffers;0;
logic_synthesis;ys_types;6;
job;tool_warnings;103;
global_route;grt_max_degree;19;
cts;clk_path_buf_depth;2;
logic_synthesis;postSynthSeqShare;0.702;
place;placedCellCount;181;
floorplanning;fp.dieH;69.5;um
power;power;1530;uW
global_route;grt_pass1_wl;4040;um
layout;top_regs;readData x32;
detailed_routing;vias_per_cell;4.48;
final_timing;rsz0062_at_grt;no;
global_route;groute.usage.overall;0.114;
global_route;grt_pass1_vias;850;
global_route;overflow;0;
cts;clk_pin_slew;0.07;ns
logic_synthesis;ys_area;1370;um^2
place;place_worst_setup_slack;0.0201;ns
place;post_dp_cell_area;2010;um^2
detailed_routing;vias;847;
final_timing;hold_violations;0;
power;power_switching;294;uW
cts;cts_buffers;5;
logic_synthesis;syn_inst;70;
layout;areaGrowthSynthToFinish;52.8;%
power;ir_drop;468;uV
final_timing;fin_crit;1.68;ns
floorplanning;io_pins;130;
[final cells by class]
type | instances | area share
Timing Repair Buffer | 61 | 0.286
Clock buffer | 5 | 0.0329
Clock inverter | 3 | 0.00658
Tap cell | 52 | 0.0311
Multi-Input combinational cell | 36 | 0.184
Sequential cell | 32 | 0.459
[synthesized netlist by cell type]
cell type / n / area share
mux2_2: 32 / 0.26
nand2_2: 1 / 0.0046
edfxtp_1: 32 / 0.70
nor2b_1: 2 / 0.0091
nor2_2: 1 / 0.0046
buf_6: 2 / 0.016
[worst max-delay path, delay by kind of cell]
kind	cells	cell delay [ns]
AND/OR/NAND/NOR	1	0.26
buffers and inverters	2	0.73
multiplexers	1	0.32
[cell families after synthesis]
family	share of synthesized area
and+or+nand+nor	0.0183
buffers and inverters	0.0165
muxes	0.263
DFF	0.702
[power groups by stage]
| stage | logic, uW | registers [uW] | clock network (uW) |
|---|---|---|---|
| after CTS | 253 | 828 | 469 |
| after global routing | 269 | 834 | 499 |
| final | 249 | 827 | 450 |
[per-stage QoR]
stage                     hold WS, ns  utilization
final                           0.880        0.477
after global placement           1.14        0.458
after CTS                       0.878        0.477
after detailed placement         1.14        0.458
after global routing            0.893        0.477
after floorplan                 0.512            -
[final timing paths]
path / endpoint / cells after the start / startpoint
max: readData[29] / 4 / memAddress[1]
min: readData[4] / 2 / switches[12]
[placed cells by master, fill, tap and decap left out, drive strengths merged]
| master | count |
|---|---|
| buf | 10 |
| edfxtp | 32 |
| nand2 | 1 |
| mux2 | 32 |
| nor2 | 1 |
| clkdlybuf4s50 | 51 |
| clkbuf | 5 |
| clkinv | 3 |
| nor2b | 2 |
[metal layers]
layer  vias up  global-route usage  wire length (um)
met5         -                   0                 0
met1       401               0.177              1070
met3         7              0.0501               257
met2        33               0.162              1120
met4         0              0.0159                44
li1        406                   -                 -
Power is estimated from default activity; no workload was simulated.
